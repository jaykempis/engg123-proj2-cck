File: /design/flow/run.sh
#!/bin/bash
# OpenROAD 26Q1-2900-gdf79404cd8, Yosys 0.63+post, stock flow scripts
make -C /OpenROAD-flow-scripts/flow DESIGN_CONFIG=/design/flow/config.mk WORK_HOME=/design/flow/orfs finish
File: /design/flow/config.mk
export PLATFORM = sky130hd
export DESIGN_NAME = project2
export DESIGN_NICKNAME = project2
export VERILOG_FILES = /design/flow/design.v
export SDC_FILE = /design/flow/constraint.sdc
export NUM_CORES = 4
export LEC_CHECK = 1
export CORE_AREA = 10 10 70 70
export DIE_AREA = 0 0 80 80
File: /design/flow/constraint.sdc
current_design project2

set clk_period 1.5
set clk_io_pct 0.2

create_clock -name clk0 -period $clk_period [get_ports {CLK}]

set non_clock_inputs [all_inputs -no_clocks]
set_input_delay [expr $clk_period * $clk_io_pct] -clock clk0 $non_clock_inputs
set_output_delay [expr $clk_period * $clk_io_pct] -clock clk0 [all_outputs]
File: /design/flow/design.v
module project2 (CLK, DVD, DSR, Q, R);
input CLK;
input [7:0] DVD, DSR;
output reg [7:0] Q, R;
reg [7:0] lz_count;
reg [4:0] count;
always @(posedge CLK)
begin
	for (count=0; count<8; count=count+1)
		if(DVD[count])
			Q=7-count;
end
endmodule
==> run_results.csv <==
group,metric,value,unit
global_routing,grt_max_degree,5,
final_timing,setup_viol,0,
logic_synthesis,ys_warn_count,9,
die,fp-utilization,7.58,%
logic_synthesis,yosysTopAreaCellShare,37.7,%
clocking,postCtsHoldBufs,0,
setup_path,r2r_end,"Q[1]",
layout,drive_above_1_share,10.6,%
setup_path,end_kind,"primary output",
logic_synthesis,avgSynthCellArea,7.85,um2
detailed_routing,wl,718,um
power_and_ir_drop,p_per_area,686,mW/mm2
logic_synthesis,ys_ff,3,
setup_path,crit_chain,"clkdlybuf4s50_1",
setup_path,cp-startpoint,"Q[2]",
job,max-cap-violations,0,
global_routing,grt_pass1_vias,255,
logic_synthesis,top_area_cell,"buf_4",
die,fp.dieW,80,um
final_timing,finalHoldViolCount,0,
logic_synthesis,netlist_area,259,um2
die,die_y,80,um
final_timing,fmax,757,MHz
final_timing,final_max_slew_viol_count,0,
detailed_routing,ant_nets,0,
clocking,cts_buffers,3,
layout,n_fill_cell,394,
place,dp_cells,89,
layout,comb_area,139,um2
power_and_ir_drop,p_leak,0.155,nW
logic_synthesis,yosysCellCount,33,
die,rows,21,
logic_synthesis,ys_area,259,um2
setup_path,worstSetupStartpointType,"register",
final_timing,period_used_share,88.1,%
die,ios,33,
final_timing,setup_tns,0,ps
worst_hold_path,hold_path.class,"register to register",
setup_path,critPathArrivalTime,1020,ps
layout,fin_cells,93,
clocking,cts_resized,0,
job,tool_warnings,33,
setup_path,max_stage_delay,470,ps
global_routing,grt_pass1_wl,1060,um
clocking,clock_path_buffers,2,
layout,lay_top_count,"conb_1",
setup_path,crit_end,"Q[2]",
clocking,clk_pin_slew,30,ps
detailed_routing,insertedDiodeCount,0,
logic_synthesis,synth_cell_type_count,14,
detailed_routing,drc,0,
logic_synthesis,synthCells,33,
setup_path,path_buffers,1,
detailed_routing,vias_per_cell,2.28,
layout,regArea,60.1,um2
detailed_routing,firstDrtPassIters,2,
clocking,post-cts-setup-buffers,0,
global_routing,overflow,0,
setup_path,crit_cells,1,
place,portBuffers,11,
layout,most-common-layout-cells,"conb_1 (13), clkdlybuf4s50_1 (11), dfxtp_1 (3), nor2_1 (3), clkbuf_4 (3)",
setup_path,crit_slowest_cell,"clkdlybuf4s50_1",
final_timing,clock_skew,0,ps
run_status,status,"complete, no violations",
place,place_hpwl,629,um
logic_synthesis,ys_seq_share,23.2,%
global_routing,gr-usage-all-layers,2.06,%
die,die-area,0.00640,mm2
clocking,cts.sinks,3,
power_and_ir_drop,ir_worst_vdd,90.6,uV
clocking,htreeDepth,1,
detailed_routing,drtIter0Drc,2,
final_timing,period_needed,1320,ps
detailed_routing,dr_total_vias,212,
place,place_congestion,0.695,
clocking,cts_tree,"built",
die,core,0.00342,mm2
logic_synthesis,topCellsByArea,"buf_4 (38%), dfxtp_1 (23%), nor4_4 (8.2%)",
layout,syn_to_final_growth,54.6,%
clocking,cts-root-buf,"clkbuf_4",
setup_path,critPathTopFamily,"buffers and inverters",
setup_path,critPathRequiredTime,1200,ps
clocking,insertion_delay,230,ps
global_routing,antenna_found_initial,0,
setup_path,r2r_start,"Q[1]",
setup_path,reg2regPathDepth,3,
setup_path,crit_fanout,2,
final_timing,rsz0062_at_grt,"no",
setup_path,rrSetupSlack,610,ps
detailed_routing,wl_per_cell,7.72,um
layout,largest_reg_flops,3,
setup_path,crit_type,"register to primary output",
cell usage after synthesis:
library cell   n
o31a_1         1
nand3_1        1
a21oi_1        2
nand2_1        1
nor4_4         1
buf_4         13
and2b_2        1
conb_1         1
nor3_1         2
inv_1          2
o21ai_0        1
nor2_1         3
a31oi_1        1
dfxtp_1        3
metal layers:
layer,global-route usage [%],vias to the layer above,routed length [um]
li1,-,111,-
met1,2.32,82,341
met2,3.13,17,282
met3,1.02,2,68
met4,1.06,0,26
met5,0,-,0
cell type report:
class | instances | area share (%)
inverters | 2 | 1.88
flip-flops and latches | 3 | 15.0
multi-input cells | 27 | 34.7
clock buffers | 4 | 6.56
repair buffers | 11 | 27.5
well taps | 46 | 14.4
worst reg2reg max path, cell delays in order, from the launching register on:
cell,delay (ps)
dfxtp_1,300
nor3_1,180
nor3_1,70
o31a_1,230
worst min-delay path by stage:
stage,to,slack (ps),cells past startpoint,startpoint
CTS,Q[2],450,2,Q[2]
global route,Q[2],480,2,Q[2]
finish,Q[2],440,2,Q[2]
per-stage QoR:
stage	util, %	hold WS [ps]	worst slack, ps	instance area (um2)	total power [mW]
2_1_floorplan	-	369	660	304	0.122
3_3_place_gp	11.0	444	9.95	374	0.141
3_5_place_dp	11.0	444	3.99	374	0.141
4_1_cts	11.7	453	142	400	0.286
5_1_grt	11.7	477	107	400	0.303
6_report	11.7	444	178	400	0.274
kinds of logic after synthesis:
logic type	synth area share [%]
compound gates	11.6
buf+inv	40.6
flops	23.2
other cells	1.45
simple gates	23.2
power breakdown:
part           internal, mW  switching [mW]  total [mW]
clock                0.0994          0.0374       0.137
sequential           0.0846         0.00206      0.0866
combinational        0.0323          0.0187      0.0510
Power is estimated from default activity; no workload was simulated.
